===== ./constraint.sdc =====
current_design div

set clk_period 584.3
set clk_io_pct 0.2

create_clock -name clk0 -period $clk_period

set non_clock_inputs [all_inputs -no_clocks]
set_input_delay [expr $clk_period * $clk_io_pct] -clock clk0 $non_clock_inputs
set_output_delay [expr $clk_period * $clk_io_pct] -clock clk0 [all_outputs]

===== ./config.mk =====
export PLATFORM = sky130hd
export DESIGN_NAME = div
export DESIGN_NICKNAME = div
export VERILOG_FILES = /design/flow/design.v
export SDC_FILE = /design/flow/constraint.sdc
export NUM_CORES = 4
export LEC_CHECK = 1
export CORE_UTILIZATION = 50

===== ./design.v =====
module div(
    input [31:0] M, Q, 
    output reg [31:0] remainder, quotient
);
reg [31:0] A;
reg [31:0] Dividend;
reg [31:0] Divisor;
reg [31:0] DivisorNeg;
integer i;
always @(*) begin
	A = {32{1'b0}};
	Dividend = Q;
	Divisor = M;
	DivisorNeg = ~M + 1'b1;
	for(i=0; i < 32; i = i + 1) begin
		A = (A << 1) | (Dividend[31]);
		Dividend = Dividend << 1;
		if (~A[31]) begin
			A = A + DivisorNeg;
		end
		else if(A[31]) begin
			A = A + Divisor;
		end
		if(~A[31]) begin
			Dividend[0] = 1;
		end
		else if(A[31]) begin
			Dividend[0] = 0;
		end
	end
	if(A[31]) begin
		A = A + Divisor;
	end
	quotient = Dividend;
	remainder = A;
	end
endmodule

===== ./run.sh =====
#!/bin/bash
# OpenROAD 26Q1-2900-gdf79404cd8, Yosys 0.63+post, stock flow scripts
make -C /OpenROAD-flow-scripts/flow DESIGN_CONFIG=/design/flow/config.mk WORK_HOME=/design/flow/orfs finish

==> ds_physical_params.txt <==
Table: implementation figures

Parameter                              Value

Final timing
  Hold Worst Slack .................. 234.78 ns
  Endpoints failing hold .................. 0
  Setup violators final .................. 0
  Worst slew margin relative to its limit .................. 0.348
  Cycle use final .................. 0.590
  Slew at the pin with the worst max-slew slack .................. between 0.9 and 1 ns
  Post-layout minimum cycle time .................. ~340 ns
  Setup repair after global routing missed its margin .................. false
  Fmax .................. a little under 0.003 GHz
  Final tally of max-slew violations .................. 0
  Final TNS setup .................. 0 ns

Clock tree
  Count of cells resized by post-cts repair .................. 0
  Number of hold buffers added after cts .................. 0
  Post-CTS setup repair buffer count .................. 0

Placement
  Port Buf Inserts .................. about 130
  Post-Place Cells .................. around 10,000
  Placer congestion estimate .................. slightly above 1
  Post-place instance area .................. between 0.06 and 0.07 mm2
  Detailed placer's ending HPWL .................. roughly 170,000 um

Setup path
  Arrival time worst endpoint .................. ~230 ns
  Number of buffer and inverter stages on the critical path .................. around 44
  Maximum single-stage delay on the critical path .................. between 0.8 and 0.9 ns
  Worst path most repeated cell .................. sky130_fd_sc_hd__a21oi_1
  Setup crit end kind .................. primary output
  Launching element type of the critical path .................. input pin
  WP depth .................. about 400
  Critical path's top delay family .................. AND-OR/OR-AND gates
  Required time of the critical path .................. 467.44 ns
  Top fanout value on the critical path .................. 34
  Class of the most critical setup path .................. input pin to primary output
  Cell with the largest stage delay on the worst path .................. sky130_fd_sc_hd__nor4_1
  Startpoint of the most critical setup path .................. M[1]

Synth
  YS chip area .................. roughly 0.06 mm2
  XOR/XNOR Fraction of Synth Area .................. 0.259
  Yosys cell count .................. approximately 8,700
  Fa+ha+maj area frac .................. 0.218
  Top-area cell share .................. 0.207
  Mux cell area share after synthesis .................. 0.0140
  Synthesized area .................. a little over 0.06 mm2
  Top cells by area in the synthesized netlist .................. sky130_fd_sc_hd__ha_1, sky130_fd_sc_hd__xnor2_1, sky130_fd_sc_hd__xor2_1
  Post-synthesis cell type with the largest instance count .................. sky130_fd_sc_hd__xnor2_1
  Synthesized netlist cell count .................. a little under 9,000
  Fraction of the mapped netlist area in compound gates .................. 0.276
  Count of synthesis-stage warnings from yosys .................. 1
  Post-Synth Simple-Gate Area .................. 0.196
  Dominant combinational family .................. AND-OR/OR-AND gates
  Average cell area after synthesis .................. just under 7 um2
  Biggest area consumer among synthesized cells .................. sky130_fd_sc_hd__ha_1
  Post-synthesis sequential area ratio .................. 0
  Ranking of synthesized cells by instance count .................. sky130_fd_sc_hd__xnor2_1, sky130_fd_sc_hd__ha_1, sky130_fd_sc_hd__nor2_1, sky130_fd_sc_hd__a21oi_1, sky130_fd_sc_hd__nand2_1
  Number of different library cells in the post-synthesis netlist .................. 84

Floorplanning
  Number of placed I/O pins .................. 128
  Core Util at FP .................. 0.504
  X dimension of the die .................. 349 um
  Placeable core region .................. roughly 0.12 mm2
  Count of standard-cell rows .................. approximately 130
  Floorplan die area .................. between 0.1 and 0.15 mm2
  Chip Height .................. roughly 350 um

Drt
  Via-per-instance ratio .................. about 6
  Starting DRC count in detailed routing .................. 4,357
  Wire length after detailed routing .................. ~220,000 um
  Tally of nets with antenna violations remaining after routing .................. 0
  Final antenna diode count .................. 0
  Routed vias .................. around 60,000
  Detailed-route DRC error count .................. 0
  Number of iterations in the first detailed-routing pass .................. 6
  WL per Instance .................. around 21 um

Cells and area
  Sequential cell count .................. 0
  Number of fillers in the final layout .................. 11,800
  Final standard cell utilization of the core .................. 0.533
  Storage element area .................. 0 um2
  Number of clock buffer instances in the layout .................. 0
  Share of cells above drive strength 1 .................. 0.0473
  Number of non-filler instances in the completed layout .................. 10,300
  Final instance area .................. about 0.064 mm2
  Layout overhead on the synthesized area .................. 5.78%

GRT
  First-pass GRT wire length .................. ~330,000 um
  Total global-route track usage .................. 0.357
  Initial antenna violation count .................. 3
  Vias in the first global route .................. 58,600
  Overflow left after global routing .................. 0
  Largest net degree at the start of global routing .................. approximately 54

Worst hold path
  Hold_sp .................. M[31]
  Hold endpoint .................. remainder[31]
  Path class of the lowest-slack min-delay path .................. input pin to primary output
  Number of instances on the worst hold path .................. 5

Status
  Run status .................. completed

Run
  Total number of warnings across the stage logs .................. 38
  Max-capacitance violation count .................. 0
## cells in the final DEF (no fill, tap or decap), types with 97 or more instances in the layout
cell type	instances
sky130_fd_sc_hd__nand2b_1	137
sky130_fd_sc_hd__nand3_1	146
sky130_fd_sc_hd__a21o_1	493
sky130_fd_sc_hd__nor2_1	960
sky130_fd_sc_hd__o21a_1	112
sky130_fd_sc_hd__xnor2_1	1024
sky130_fd_sc_hd__xor2_1	732
sky130_fd_sc_hd__o21bai_1	133
sky130_fd_sc_hd__nor3_1	97
sky130_fd_sc_hd__clkdlybuf4s50_1	101
sky130_fd_sc_hd__inv_1	221
sky130_fd_sc_hd__a21oi_1	811
sky130_fd_sc_hd__buf_4	180
sky130_fd_sc_hd__nand2_1	805
sky130_fd_sc_hd__ha_1	1000
sky130_fd_sc_hd__o21ai_0	502
## how the worst max path moves through the flow
stage	endpoint
finish	remainder[31]
global route	remainder[30]
CTS	remainder[30]
## cell type report
cell class | instances | area [um2] | area share
multi-input cells | 8124 | 58500 | 0.916
repair buffers | 308 | 2500 | 0.0391
well taps | 1612 | 2020 | 0.0316
inverters | 221 | 830 | 0.0130
## worst min-delay path: stages
cell                              delay (ns)
sky130_fd_sc_hd__buf_2                  0.09
sky130_fd_sc_hd__buf_4                  0.31
sky130_fd_sc_hd__xnor2_1                0.23
sky130_fd_sc_hd__nor2_1                 0.04
sky130_fd_sc_hd__clkdlybuf4s50_1        0.38
## metal layers
metal,vias up,global-route usage,routed length [um],share of wire
li1,30800,-,-,-
met1,28400,0.451,91800,0.42
met2,1885,0.623,104000,0.47
met3,460,0.0248,12400,0.057
met4,2,0.154,11100,0.051
met5,-,0,19,0.000087
## per-stage QoR
step	worst slack, ns
floorplan	263.56
global placement	242.05
detailed placement	240.41
CTS	240.16
global route	233.23
finish	239.60
## logic make-up after synthesis
group	after synthesis
and+or+nand+nor	2621
AOI/OAI and AO/OA	2609
xor gates and xnor gates	1786
adders and majority gates	1032
buffers and inverters	568
muxes	76
