==> design.v <==
module mux32_1(
	input [31:0] in0, in1, in2, in3, in4, in5, in6, in7, in8, in9, in10, in11, in12, in13, in14, in15, in16, in17, in18, in19, in20, in21, in22, in23, in24, in25, in26, in27, in28, in29, in30, in31, 
	input [4:0] sel,
	output reg [31:0] out
);
	always @(*) begin
		case (sel)
			5'b00000: out = in0;
			5'b00001: out = in1;
			5'b00010: out = in2;
			5'b00011: out = in3;
			5'b00100: out = in4;
			5'b00101: out = in5;
			5'b00110: out = in6;
			5'b00111: out = in7;
			5'b01000: out = in8;
			5'b01001: out = in9;
			5'b01010: out = in10;
			5'b01011: out = in11;
			5'b01100: out = in12;
			5'b01101: out = in13;
			5'b01110: out = in14;
			5'b01111: out = in15;
			5'b10000: out = in16;
			5'b10001: out = in17;
			5'b10010: out = in18;
			5'b10011: out = in19;
			5'b10100: out = in20;
			5'b10101: out = in21;
			5'b10110: out = in22;
			5'b10111: out = in23;
			5'b11000: out = in24;
			5'b11001: out = in25;
			5'b11010: out = in26;
			5'b11011: out = in27;
			5'b11100: out = in28;
			5'b11101: out = in29;
			5'b11110: out = in30;
			5'b11111: out = in31;
		endcase
	end
endmodule
==> run.sh <==
#!/bin/bash
# OpenROAD 26Q1-2900-gdf79404cd8, Yosys 0.63+post, stock flow scripts
make -C /OpenROAD-flow-scripts/flow DESIGN_CONFIG=/design/flow/config.mk WORK_HOME=/design/flow/orfs finish
==> config.mk <==
export PLATFORM = sky130hd
export DESIGN_NAME = mux32_1
export DESIGN_NICKNAME = mux32_1
export VERILOG_FILES = /design/flow/design.v
export SDC_FILE = /design/flow/constraint.sdc
export NUM_CORES = 4
export LEC_CHECK = 1
export CORE_AREA = 10 10 408 408
export DIE_AREA = 0 0 418 418
==> constraint.sdc <==
current_design mux32_1

set clk_period 14.5
set clk_io_pct 0.2

create_clock -name clk0 -period $clk_period

set non_clock_inputs [all_inputs -no_clocks]
set_input_delay [expr $clk_period * $clk_io_pct] -clock clk0 $non_clock_inputs
set_output_delay [expr $clk_period * $clk_io_pct] -clock clk0 [all_outputs]
==> results.cfg <==
; physical design summary
[logic_synthesis]
synth_cell_types = 36
synth.cell_area_sq_um = 7960
synth.avg_cell_area_sq_um = 5.879
ys_seq_share_pct = 0
ys_area_sq_um = 7960
synth_warnings = 1
synthCells = 1354
ys_cells = 1354

[routing]
via_per_inst = 4.146
num_vias = 18370
wl_um = 199100
ant_nets = 0
dr.first_iter.drc_count = 1820
route.detailed.drc = 0
routedWlPerCell_um = 44.94
drtPass1Iterations = 6

[sta]
setup_slack_ns = 3.840
holdWs_ns = 6.781
drv_slew = 0
finalHoldViolations = 0
slew_headroom_pct = 15.97
finalCriticalPeriod_ns = 10.66
period_used_pct = 73.52
finalSetupTns_ns = 0
fmax_mhz = 93.81
setup_viol = 0
rsz0062_at_grt = no
tightest_slew_ns = 1.257

[finish]
nClkBuffers = 0
register_area_sq_um = 0
drive_above_1_share_pct = 4.980
stdcell_area_sq_um = 21150
utilization_pct = 13.40
flop-count = 0
area_growth_pct = 165.7

[place]
post-dp-hpwl_um = 176000
preCtsSetupSlack_ns = 3.814
gp_congestion = 0.9683
numPortBuffers = 1061
postPlaceCellArea_sq_um = 20980

[power]
peakVddDrop_v = 0.000009046
internal_power_mw = 0.3272
pwr-share-clk_pct = 0
comb_power_share_pct = 100.0
switchingPower_mw = 0.2960
switching_share_pct = 47.49
p_per_area_nw_per_um2 = 29.47
p_seq_share_pct = 0
leakagePower_nw = 7.071

[setup_path]
critPathArrivalTime_ns = 7.76
slowest_delay_ns = 0.82
end_kind = output port
path_cells = clkdlybuf4s50_1, nor2_4, buf_4, and2_2, buf_4, a22oi_1, nand3_1, o32a_1, clkdlybuf4s50_1
cp_max_fo = 38
cp-start-kind = primary input
cp.required_ns = 11.60
slowest_stage = nor2_4
critical_path_class = primary input to output port

[die]
io_pins = 1061
die_h_um = 418
core_sq_um = 157800
die_width_um = 418
initCoreUtil_pct = 5.043
chipArea_sq_um = 174700
row_count = 146

[cts]
cts_resized = 0
cts_setup_buffers = 0
cts-hold-fix-buffers = 0

[global_route]
grt_overflow = 0
grt_pass1_wl_um = 240400
grt_max_degree = 101
grt_use_total_pct = 21.87
antenna_found_initial = 196
first_global_vias = 18320

[flow_run]
warnings = 36
cap_viol_max_count = 0

[min_path]
min_path_type = primary input to output port

[outcome]
status = finished clean
## final cells by class
cell class	instances	area, sq um
diodes	69	172.7
fillers	18160	136700
inverters	1	3.754
multi-input cells	1152	7184
well taps	2072	2592
repair buffers	1136	11200
## routing by layer
metal	up-vias	wire length, um	global-route usage [%]
met5	-	673	0
met1	9074	72910	24.86
li1	7511	-	-
met4	106	8451	7.444
met2	1300	99220	38.05
met3	376	17850	7.287
## worst max-delay path: cells and delay by family
kind	cells	cell delay (ns)
AND/OR/NAND/NOR	3	1.77
buffers and inverters	4	2.40
AND-OR/OR-AND	2	0.56
## power groups by stage
| stage | logic (mW) | registers [mW] | clock network, mW |
|---|---|---|---|
| after CTS | 0.635 | 0 | 0 |
| after global routing | 0.647 | 0 | 0.000000284 |
| final | 0.623 | 0 | 0.000000559 |
## placed cells by master (no fill, tap or decap), types with 3 or more instances in the layout
cell type	netlist	final
a2111oi_0	32	28
a2111oi_1	0	3
a21oi_1	5	5
a22oi_1	83	83
a32o_1	4	4
a32oi_1	70	70
and2_2	0	9
and3_1	122	121
and3b_4	0	3
buf_2	39	3
buf_4	2	72
clkdlybuf4s50_1	0	1059
diode_2	0	69
mux2_2	12	12
nand3_1	535	535
nand4_1	153	153
nor2_1	6	4
o211ai_1	4	4
o21ai_0	27	22
o21ai_1	0	5
o32a_1	31	31
or4_1	32	32
## cells in the mapped netlist (7+ instances only)
library cell | number | area (sq um)
nand3_1 | 535 | 2678
nand4_1 | 153 | 957.2
clkbuf_1 | 125 | 469.2
and3_1 | 122 | 763.2
a22oi_1 | 83 | 623.1
a32oi_1 | 70 | 613.1
buf_2 | 39 | 195.2
a2111oi_0 | 32 | 280.3
or4_1 | 32 | 240.2
o32a_1 | 31 | 310.3
buf_1 | 28 | 105.1
o21ai_0 | 27 | 135.1
mux2_2 | 12 | 135.1
and2_1 | 10 | 62.56
buf_6 | 7 | 78.83
## kinds of logic (layout without fill, tap and decap cells)
kind of cell           after synthesis  after routing  synth area share (%)
AND-OR/OR-AND                      260            260                 26.20
AND/OR/NAND/NOR                    880            880                 61.21
multiplexers                        12             12                 1.698
buffers and inverters              202           1137                 10.89
other                                0             69                     0
## final timing paths
kind | startpoint | endpoint | slack (ns) | cells past startpoint
worst max-delay path | sel[3] | out[9] | 3.84 | 9
worst min-delay path | in0[8] | out[8] | 6.78 | 3
## per-stage QoR
stage | total power [mW] | instances
2_1_floorplan | 0.1122 | 1354
3_5_place_dp | 0.6308 | 4361
6_report | 0.6233 | 4430
3_3_place_gp | 0.6340 | 4360
5_1_grt | 0.6471 | 4392
4_1_cts | 0.6354 | 4361
No activity file was given, so power comes from the tool's default toggle rates.
