==> /design/flow/design.v <==
module encoder32_5(
	input [31:0] in,
	output reg [4:0] out
);
	always @(*) begin
		if(in[1])
			out = 5'b00001;
		else if(in[2])
			out = 5'b00010;
		else if(in[3])
			out = 5'b00011;
		else if(in[4])
			out = 5'b00100;
		else if(in[5])
			out = 5'b00101;
		else if(in[6])
			out = 5'b00110;
		else if(in[7])
			out = 5'b00111;
		else if(in[8])
			out = 5'b01000;
		else if(in[9])
			out = 5'b01001;
		else if(in[10])
			out = 5'b01010;
		else if(in[11])
			out = 5'b01011;
		else if(in[12])
			out = 5'b01100;
		else if(in[13])
			out = 5'b01101;
		else if(in[14])
			out = 5'b01110;
		else if(in[15])
			out = 5'b01111;
		else if(in[16])
			out = 5'b10000;
		else if(in[17])
			out = 5'b10001;
		else if(in[18])
			out = 5'b10010;
		else if(in[19])
			out = 5'b10011;
		else if(in[20])
			out = 5'b10100;
		else if(in[21])
			out = 5'b10101;
		else if(in[22])
			out = 5'b10110;
		else if(in[23])
			out = 5'b10111;
		else if(in[24])
			out = 5'b11000;
		else if(in[25])
			out = 5'b11001;
		else if(in[26])
			out = 5'b11010;
		else if(in[27])
			out = 5'b11011;
		else if(in[28])
			out = 5'b11100;
		else if(in[29])
			out = 5'b11101;
		else if(in[30])
			out = 5'b11110;
		else if(in[31])
			out = 5'b11111;
		else
			out = 5'b00000;
	end
endmodule
==> /design/flow/run.sh <==
#!/bin/bash
# OpenROAD 26Q1-2900-gdf79404cd8, Yosys 0.63+post, stock flow scripts
make -C /OpenROAD-flow-scripts/flow DESIGN_CONFIG=/design/flow/config.mk WORK_HOME=/design/flow/orfs finish
==> /design/flow/config.mk <==
export PLATFORM = sky130hd
export DESIGN_NAME = encoder32_5
export DESIGN_NICKNAME = encoder32_5
export VERILOG_FILES = /design/flow/design.v
export SDC_FILE = /design/flow/constraint.sdc
export NUM_CORES = 4
export LEC_CHECK = 1
export CORE_AREA = 10 10 70 70
export DIE_AREA = 0 0 80 80
==> /design/flow/constraint.sdc <==
current_design encoder32_5

set clk_period 3.1
set clk_io_pct 0.2

create_clock -name clk0 -period $clk_period

set non_clock_inputs [all_inputs -no_clocks]
set_input_delay [expr $clk_period * $clk_io_pct] -clock clk0 $non_clock_inputs
set_output_delay [expr $clk_period * $clk_io_pct] -clock clk0 [all_outputs]
==> results.sh <==
# flow metrics
export IMPL_wl_met1_um=902
export IMPL_drc_errors=0
export IMPL_crit_buf_inv=2
export IMPL_grt_use_total_pct=5.70
export IMPL_highest_layer="met3"
export IMPL_wl_met2_um=922
export IMPL_grt_max_degree=6
export IMPL_combinationalPowerShare_pct=100.0
export IMPL_diodes=0
export IMPL_area_growth_synth_to_final_pct=169
export IMPL_grt_pass1_wl_um=3020
export IMPL_dp_cells=163
export IMPL_final_cell_mix="26 x clkdlybuf4s50_1, 16 x buf_4, 11 x nor2_1"
export IMPL_worstMarginPinSlew_ns=0.353
export IMPL_period_minus_slack_ns=3.00
export IMPL_tool_warnings=35
export IMPL_path_cells="clkdlybuf4s50_1, nor4_4, a21bo_4, o21ai_2, and2_4, clkdlybuf4s50_1"
export IMPL_ir_drop_uv=42.6
export IMPL_hp_class="primary input to output port"
export IMPL_via_per_inst=4.21
export IMPL_finalSetupViolations=0
export IMPL_timing_fmax_mhz=333
export IMPL_fillCellCount=367
export IMPL_chipHeight_um=80
export IMPL_slew_headroom_pct=76.3
export IMPL_p_sw_w=0.0000376
export IMPL_seq_area_um2=0
export IMPL_clkbuf_count=0
export IMPL_synth_distinct_cells=25
export IMPL_drt_iter0_drc=11
export IMPL_crit_slowest_cell="clkdlybuf4s50_1"
export IMPL_internal_power_w=0.0000616
export IMPL_ys_warn_count=1
export IMPL_critical_path_required_ns=2.48
export IMPL_critPathKind="primary input to output port"
export IMPL_fin_cells=163
export IMPL_dpl_hpwl_um=1700
export IMPL_drv_slew=0
export IMPL_cp_top_family="buffers and inverters"
export IMPL_final_area_um2=995
export IMPL_ys_cells=65
export IMPL_cp_slowest_stage_delay_ns=0.46
export IMPL_switching_share_pct=37.9
export IMPL_netlist_area_um2=369
export IMPL_nFlopsAndLatches=0
export IMPL_startpoint_type="primary input"
export IMPL_arrival_ns=2.38
export IMPL_mostFrequentLayoutCell="clkdlybuf4s50_1"
export IMPL_first_pass_iters=4
export IMPL_path_max_fanout=2
export IMPL_rsz0062_at_grt="true"
export IMPL_io_pins=37
export IMPL_power_leakage_nw=0.424
export IMPL_cp_startpoint="in[11]"
export IMPL_syn_inst=65
export IMPL_hold_viol=0
export IMPL_routed_wl_um=1970
export IMPL_port_buffers=36
export IMPL_dpl_cell_area_um2=907
export IMPL_grt_pass1_vias=692
export IMPL_drive_gt1_share_pct=21.4
export IMPL_dieArea_um2=6400
export IMPL_worst_path_most_repeated_cell="clkdlybuf4s50_1"
export IMPL_ys_area_um2=369
export IMPL_place_gp_congestion=0.754
export IMPL_die_x_um=80
export IMPL_seq_area_frac_synth_pct=0
export IMPL_cap_viol_max_count=0
export IMPL_core_um2=3420
export IMPL_wl_per_cell_um=12.1
export IMPL_post_route_period_util_pct=96.8
export IMPL_min_delay_start="in[24]"
export IMPL_powerDensity_nw_per_um2=99.7
export IMPL_ant_nets=0
export IMPL_status="finished clean"
export IMPL_clkPwrFrac_pct=0
export IMPL_endpoint_kind="output port"
export IMPL_wl_met3_um=140
export IMPL_seq_power_share_pct=0
export IMPL_syn_area_per_cell_um2=5.68
export IMPL_fin_total_pwr_w=0.0000991
export IMPL_initial_core_util_pct=10.8
export IMPL_rows=21
export IMPL_num_vias=686
export IMPL_overflow=0
export IMPL_antenna_found_initial=0
-- stage by stage --
stage | worst slack [ns] | utilization, % | TNS (ns) | hold WS [ns]
after floorplan | 0.908 | - | 0 | 1.27
after global placement | -0.0926 | 26.6 | -0.235 | 2.30
after detailed placement | -0.0833 | 26.6 | -0.210 | 2.29
after CTS | -0.0767 | 26.6 | -0.0767 | 2.06
after global routing | -0.0243 | 29.1 | -0.0243 | 1.94
final | 0.0987 | 29.1 | 0 | 1.88
-- tightest hold or removal path: stages --
cell and delay (ns):
dlymetal6s2s_1 0.13, a221oi_1 0.09, o21ai_0 0.09, a221oi_1 0.08, dlygate4sd2_1 0.26
-- power by group through the flow --
stage / sequential, W / combinational, W / clock (W)
6_report: 0 / 0.0000991 / 0
4_1_cts: 0 / 0.0000923 / 0
5_1_grt: 0 / 0.000108 / 0
-- synthesized netlist by cell type (all sizes together), types with 2 or more instances --
cell type / number / area [um^2]
o21ai: 6 / 30.0
or4: 2 / 15.0
or3: 2 / 12.5
nor4: 6 / 37.5
nand2b: 2 / 12.5
nor2: 11 / 41.3
nor3: 6 / 30.0
a21oi: 4 / 20.0
inv: 5 / 18.8
nor2b: 2 / 12.5
nand2: 4 / 15.0
a221oi: 3 / 26.3
-- cell families (layout without fill, tap and decap cells) --
| family | after synthesis | after routing | share of synthesized area (%) |
|---|---|---|---|
| and+or+nand+nor | 39 | 39 | 56.3 |
| AOI/OAI and AO/OA | 21 | 21 | 38.6 |
| buffers and inverters | 5 | 57 | 5.09 |
-- what timing repair did --
| action | 4_1_cts | 5_1_grt |
|---|---|---|
| gates cloned | 0 | 0 |
| setup buffers | 0 | 0 |
| endpoints found under the setup margin | 3 | 3 |
| resized | 4 | 19 |
| endpoints found under the hold margin | 0 | 0 |
| pin swaps | 2 | 3 |
| hold buffers | 0 | 0 |
-- layer usage --
layer	vias to the layer above	global-route usage, %
li1	360	-
met1	304	7.45
met2	22	9.55
met3	0	1.70
met4	0	0
met5	-	0
-- layout make-up --
class | count | area, um^2 | area share (%)
Inverter | 5 | 18.8 | 1.89
Multi-Input combinational cell | 60 | 424 | 42.6
Tap cell | 46 | 57.6 | 5.79
Timing Repair Buffer | 52 | 494 | 49.7
-- final timing paths --
path | depth (start not counted) | slack [ns] | to
min | 5 | 1.88 | out[0]
max | 6 | 0.1 | out[2]
No activity file was given, so power comes from the tool's default toggle rates.
